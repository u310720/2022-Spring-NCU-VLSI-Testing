===== flow/run.sh =====
#!/bin/bash
# OpenROAD 26Q1-2900-gdf79404cd8, Yosys 0.63+post, stock flow scripts
make -C /OpenROAD-flow-scripts/flow DESIGN_CONFIG=/design/flow/config.mk WORK_HOME=/design/flow/orfs finish

===== flow/config.mk =====
export PLATFORM = sky130hd
export DESIGN_NAME = BIST
export DESIGN_NICKNAME = BIST
export VERILOG_FILES = /design/flow/design.v
export SDC_FILE = /design/flow/constraint.sdc
export NUM_CORES = 4
export LEC_CHECK = 1
export CORE_AREA = 10 10 82 82
export DIE_AREA = 0 0 92 92

===== flow/constraint.sdc =====
current_design BIST

set clk_period 2.5
set clk_io_pct 0.2

create_clock -name clk0 -period $clk_period [get_ports {clk}]

set non_clock_inputs [all_inputs -no_clocks]
set_input_delay [expr $clk_period * $clk_io_pct] -clock clk0 $non_clock_inputs
set_output_delay [expr $clk_period * $clk_io_pct] -clock clk0 [all_outputs]

===== flow/design.v =====
module BIST #(
    parameter N = 16  
) (
    input rst,  
    input clk,  
    input test,  
    input [N - 1 :0] sum_fbk,  
    input cn_fbk,  
    output logic c0_pat,  
    output logic [N - 1:0] x_pat,  
    output logic [N - 1:0] y_pat,   
    output logic p_f  
);
    logic [2:0] state;  
    logic en;
    always_ff @( posedge clk ) begin : set_en
        if (state == 3'd7 | rst | !test) begin
            en <= 1'b0;
        end
        else begin
            en <= 1'b1;
        end
    end
    always_ff @( posedge clk ) begin : rst_test_ctrl_count_up
        if (rst) begin 
            state <= 3'd0;
        end
        else begin 
            state <= (test & en) ? state + 3'd1 : state; 
        end   
    end
    always_ff @( posedge clk ) begin : gen_c0_pat
        parameter [7:0] cin_odd = 8'b0001_0111;
        case (state)
            3'd0: c0_pat <= cin_odd[0];
            3'd1: c0_pat <= cin_odd[1];
            3'd2: c0_pat <= cin_odd[2];
            3'd3: c0_pat <= cin_odd[3];
            3'd4: c0_pat <= cin_odd[4];
            3'd5: c0_pat <= cin_odd[5];
            3'd6: c0_pat <= cin_odd[6];
            3'd7: c0_pat <= cin_odd[7];
        endcase
    end
    genvar i;
    generate  
        parameter [7:0] x_odd   = 8'b0010_1011;
        parameter [7:0] x_even  = 8'b0011_0011;
        parameter [7:0] y_odd   = 8'b0100_1101;
        parameter [7:0] y_even  = 8'b0101_0101;
        for (i = 0; i + 1 < N; i = i + 2) begin
            always_ff @( posedge clk ) begin : pat_gen
                case (state)
                    3'd0: begin
                        x_pat[i] <= x_even[0];
                        y_pat[i] <= y_even[0];
                        x_pat[i + 1] <= x_odd[0];
                        y_pat[i + 1] <= y_odd[0];
                    end
                    3'd1: begin
                        x_pat[i] <= x_even[1];
                        y_pat[i] <= y_even[1];
                        x_pat[i + 1] <= x_odd[1];
                        y_pat[i + 1] <= y_odd[1];
                    end
                    3'd2: begin
                        x_pat[i] <= x_even[2];
                        y_pat[i] <= y_even[2];
                        x_pat[i + 1] <= x_odd[2];
                        y_pat[i + 1] <= y_odd[2];
                    end
                    3'd3: begin
                        x_pat[i] <= x_even[3];
                        y_pat[i] <= y_even[3];
                        x_pat[i + 1] <= x_odd[3];
                        y_pat[i + 1] <= y_odd[3];
                    end
                    3'd4: begin
                        x_pat[i] <= x_even[4];
                        y_pat[i] <= y_even[4];
                        x_pat[i + 1] <= x_odd[4];
                        y_pat[i + 1] <= y_odd[4];
                    end
                    3'd5: begin
                        x_pat[i] <= x_even[5];
                        y_pat[i] <= y_even[5];
                        x_pat[i + 1] <= x_odd[5];
                        y_pat[i + 1] <= y_odd[5];
                    end
                    3'd6: begin
                        x_pat[i] <= x_even[6];
                        y_pat[i] <= y_even[6];
                        x_pat[i + 1] <= x_odd[6];
                        y_pat[i + 1] <= y_odd[6];
                    end
                    3'd7: begin
                        x_pat[i] <= x_even[7];
                        y_pat[i] <= y_even[7];
                        x_pat[i + 1] <= x_odd[7];
                        y_pat[i + 1] <= y_odd[7];
                    end
                endcase
            end
        end
        for (i = 0; i < N % 2; i = i + 1) begin
            always_ff @( posedge clk ) begin : pat_gen_res
                case (state)
                    3'd0: begin
                        x_pat[i + 1] <= x_odd[0];
                        y_pat[i + 1] <= y_odd[0];
                    end
                    3'd1: begin
                        x_pat[i + 1] <= x_odd[1];
                        y_pat[i + 1] <= y_odd[1];
                    end
                    3'd2: begin
                        x_pat[i + 1] <= x_odd[2];
                        y_pat[i + 1] <= y_odd[2];
                    end
                    3'd3: begin
                        x_pat[i + 1] <= x_odd[3];
                        y_pat[i + 1] <= y_odd[3];
                    end
                    3'd4: begin
                        x_pat[i + 1] <= x_odd[4];
                        y_pat[i + 1] <= y_odd[4];
                    end
                    3'd5: begin
                        x_pat[i + 1] <= x_odd[5];
                        y_pat[i + 1] <= y_odd[5];
                    end
                    3'd6: begin
                        x_pat[i + 1] <= x_odd[6];
                        y_pat[i + 1] <= y_odd[6];
                    end
                    3'd7: begin
                        x_pat[i + 1] <= x_odd[7];
                        y_pat[i + 1] <= y_odd[7];
                    end
                endcase
            end
        end
    endgenerate
    always_ff @( posedge clk ) begin : detect
        if (rst) begin
            p_f <= 1'b0;
        end
        else if (!(en & test & ({cn_fbk, sum_fbk} != x_pat + y_pat + c0_pat))) begin
            p_f <= (p_f == 1'b1) ? 1'b1 : 1'b0;
        end
        else begin
            p_f <= 1'b1;
        end
    end
endmodule

==> impl_results.rst <==
Implementation results
======================

.. list-table::
   :header-rows: 1

   * - Metric
     - Value
   * - Vias after detailed routing
     - 705
   * - M2 GR Usage
     - 7.118%
   * - Yosys reg bits
     - 10
   * - Fp util
     - 17.16%
   * - Final period utilization
     - 88.77%
   * - Unrepaired setup endpoints after global routing
     - no
   * - Final Skew
     - 0.0009133 ns
   * - Fmax
     - 450.6 MHz
   * - LEAKAGE
     - 0.5103 nW
   * - First-pass GRT wire length
     - 3.367 mm
   * - Critical register-to-register path endpoint
     - p_f
   * - TritonCTS clock tree
     - yes
   * - Yosys Warn Count
     - 1
   * - Starting DRT DRC Count
     - 3
   * - HP Start
     - state[1]
   * - Routed length per placed instance
     - 10.86 µm
   * - Final WL
     - 2.162 mm
   * - Gates resized, CTS repair
     - 0
   * - Die Y-Extent
     - 92 µm
   * - Hold buffer count at CTS
     - 0
   * - Commonest Layout Cell
     - sky130_fd_sc_hd__clkdlybuf4s50_1
   * - Outcome
     - completed
   * - Hold EP
     - x_pat[12]
   * - Max-capacitance violation count
     - 0
   * - Area added between synthesis and finish
     - 54.88%
   * - Launch point of the worst reg-to-reg path
     - c0_pat
   * - Buffers added on ports
     - 53
   * - Area of the die
     - 0.008464 mm²
   * - Register-to-Register Setup Slack
     - 0.28 ns
   * - M3 GR Usage
     - 3.377%
   * - Power Density
     - 366.4 mW/mm²
   * - Count of instantiated cells in the yosys netlist
     - 98
   * - Root Driver
     - sky130_fd_sc_hd__clkbuf_8
   * - Final Cell Area
     - 0.001349 mm²
   * - # clock sinks
     - 10
   * - Most frequent cells in the layout
     - sky130_fd_sc_hd__clkdlybuf4s50_1 (53), sky130_fd_sc_hd__ha_1 (10), sky130_fd_sc_hd__dfxtp_1 (10)
   * - Data required time at the worst endpoint
     - 2.61 ns
   * - Number of antenna violations at the first check in global routing
     - 0
   * - Synthesized area divided by synthesized cell count
     - 8.886 µm²
   * - Area inside the core boundary
     - 0.005075 mm²
   * - Most common cell on crit path
     - sky130_fd_sc_hd__fa_1
   * - Worst-case reg-to-reg path depth
     - 7
   * - Hold crit path type
     - flip-flop to flip-flop
   * - Crit Path Category
     - flip-flop to flip-flop
   * - List of cells traversed by the critical path
     - fa_1 > fa_1 > a21o_1 > a21oi_2 > xnor2_1 > nor4_1 > a311oi_1
   * - Global-route track usage on met1
     - 5.736%
   * - VDD IR max
     - 0.3516 mV
   * - Overall die width
     - 92 µm
   * - Largest delay share family, worst path
     - adder cells
   * - Deepest clock path buffer count
     - 2
   * - Element type at the critical path start
     - flip-flop
   * - # H-tree levels
     - 1
   * - Pin count of the biggest net entering global routing
     - 11
   * - Global routing usage summed across all routing layers
     - 4.757%
   * - Number of buffers created by CTS
     - 3
   * - Clock transition at the registers of the reported paths
     - 0.05 ns
   * - Crit path DAT
     - 2.32 ns
   * - Slew of the pin with the lowest slew margin
     - 0.3569 ns
   * - Final-layout setup total negative slack
     - 0 ns
   * - Routed via count divided by cell count
     - 3.543
   * - First-pass iteration count of the detailed router
     - 4
   * - Top cells by area
     - sky130_fd_sc_hd__buf_4 (24%), sky130_fd_sc_hd__dfxtp_1 (23%), sky130_fd_sc_hd__ha_1 (14%), sky130_fd_sc_hd__xnor2_1 (6.0%), sky130_fd_sc_hd__fa_1 (4.6%)
   * - Max transition margin
     - 76.18%
   * - Total count of hold-check failures in the final report
     - 0
   * - Number of distinct library cells after synthesis
     - 22
   * - Remaining global-route overflow
     - 0
   * - Seq/Total Area, Yosys
     - 22.99%
   * - Total cell area at the placement stage
     - 0.001294 mm²
   * - Final-report max-slew violation count
     - 0
   * - Cell Rows
     - 26
   * - Final Power
     - 494.2 µW
   * - Total tool warning count
     - 31
   * - Via count of the first global-routing pass
     - 694
   * - Max FO, Critical Path
     - 2
   * - Setup bufs post-CTS
     - 0
   * - Area leader, netlist
     - sky130_fd_sc_hd__buf_4
   * - Final Setup Violations
     - 0
   * - Post-synthesis cell count
     - 98
   * - Clock insertion delay at the later pin of the skew report
     - 0.23 ns
   * - Number of ports placed on the die boundary
     - 54
   * - Hold Path Depth
     - 1
   * - RePlAce Congestion
     - 0.7634
   * - Proportion of layout cells with a drive suffix above 1
     - 5.426%
   * - Inserted Diodes
     - 0
   * - HPWL after detailed placement
     - 1.871 mm
   * - Highest-utilization routing layer at the global route stage
     - met2
   * - Area of the synthesized netlist per yosys stat
     - 870.8 µm²
   * - Area of the mapped netlist
     - 870.8 µm²
   * - Number of buffers and inverters on the critical path
     - 0
   * - Slowest cell delay on critical path
     - 0.46 ns
   * - Final critical-path required period
     - 2.219 ns
   * - Yosys top cell area share
     - 24.14%
   * - Number of nets with antenna violations after detailed routing
     - 0
   * - Number of DRC violations after detailed routing
     - 0
   * - Endpoint class of the critical path
     - flip-flop
   * - Crit path max-delay cell type
     - sky130_fd_sc_hd__fa_1
[cell families (layout without fill, tap and decap cells)]
kind of cell	Yosys count	count (layout)	synth area share [%]
flops	10	10	22.99
fa+ha+maj	12	12	18.97
compound gates	10	10	6.897
simple gates	22	22	13.22
mux	4	4	4.598
buf+inv	33	64	26.29
xor+xnor	7	7	7.040
[per-layer routing]
layer  share of wire [%]  vias to the layer above  wire length [µm]
li1                    -                      365                 -
met1                  44                      301               953
met2                  40                       37               860
met3                  16                        2               342
met4                0.28                        0                 6
met5                   0                        -                 0
[cells in the mapped netlist]
library cell / n
sky130_fd_sc_hd__and4_1: 2
sky130_fd_sc_hd__o21ai_0: 3
sky130_fd_sc_hd__a311oi_1: 1
sky130_fd_sc_hd__nor2_1: 2
sky130_fd_sc_hd__nand3b_1: 1
sky130_fd_sc_hd__fa_1: 2
sky130_fd_sc_hd__a21oi_2: 1
sky130_fd_sc_hd__nor4_1: 3
sky130_fd_sc_hd__ha_1: 10
sky130_fd_sc_hd__mux2i_1: 4
sky130_fd_sc_hd__nand3_1: 3
sky130_fd_sc_hd__nor3b_1: 1
sky130_fd_sc_hd__a21oi_1: 4
sky130_fd_sc_hd__a21o_1: 1
sky130_fd_sc_hd__dfxtp_1: 10
sky130_fd_sc_hd__buf_4: 28
sky130_fd_sc_hd__nor3_1: 1
sky130_fd_sc_hd__nand2_1: 8
sky130_fd_sc_hd__nand4_1: 1
sky130_fd_sc_hd__inv_1: 5
sky130_fd_sc_hd__xnor2_1: 6
sky130_fd_sc_hd__xor2_1: 1
[metrics by stage]
step           cells  setup slack (ns)  hold slack (ns)  utilization (%)
4_1_cts          199            0.2909           0.4837            26.58
5_1_grt          199            0.1845           0.4965            26.58
6_report         199            0.2807           0.4857            26.58
3_3_place_gp     195            0.3458           0.4709            25.49
3_5_place_dp     195            0.3063           0.4694            25.49
2_1_floorplan     98            0.3562           0.4251                -
[final cells by class]
cell class / count / area (µm²)
sequential: 10 / 200.2
tap: 70 / 87.58
multi-input combinational: 55 / 441.7
timing repair buffer: 55 / 545.5
fill: 570 / 3726
inverter: 5 / 18.77
clock buffer: 4 / 55.05
[worst register-to-register path: stages, from the launching register on]
cell and delay (ns):
sky130_fd_sc_hd__dfxtp_1 0.32, sky130_fd_sc_hd__fa_1 0.46, sky130_fd_sc_hd__fa_1 0.41, sky130_fd_sc_hd__a21o_1 0.20, sky130_fd_sc_hd__a21oi_2 0.18, sky130_fd_sc_hd__xnor2_1 0.09, sky130_fd_sc_hd__nor4_1 0.30, sky130_fd_sc_hd__a311oi_1 0.13
[flip-flops by register name (all words and copies together) (netlist names)]
| register | count |
|---|---|
| c0_pat | 1 |
| x_pat | 2 |
| y_pat | 2 |
| state | 3 |
| p_f | 1 |
| en | 1 |
[power by group]
| group | leakage [nW] | switching, mW | total (mW) | internal [mW] |
|---|---|---|---|---|
| clock | 0.0288 | 0.0595 | 0.198 | 0.138 |
| combinational | 0.400 | 0.0373 | 0.123 | 0.0854 |
| sequential | 0.0816 | 0.00816 | 0.174 | 0.166 |
| total | 0.510 | 0.105 | 0.494 | 0.389 |
[worst max path at each step]
stage	start	to	slack (ns)	cells after the start
6_report	c0_pat	p_f	0.28	7
5_1_grt	c0_pat	p_f	0.18	7
4_1_cts	c0_pat	p_f	0.29	7
Power is estimated from default activity; no workload was simulated.
