===== design/flow/config.mk =====
export PLATFORM = sky130hd
export DESIGN_NAME = NBitsAdder
export DESIGN_NICKNAME = NBitsAdder
export VERILOG_FILES = /design/flow/design.v
export SDC_FILE = /design/flow/constraint.sdc
export NUM_CORES = 4
export LEC_CHECK = 1
export CORE_AREA = 10 10 70 70
export DIE_AREA = 0 0 80 80

===== design/flow/constraint.sdc =====
current_design NBitsAdder

set clk_period 12.4
set clk_io_pct 0.2

create_clock -name clk0 -period $clk_period

set non_clock_inputs [all_inputs -no_clocks]
set_input_delay [expr $clk_period * $clk_io_pct] -clock clk0 $non_clock_inputs
set_output_delay [expr $clk_period * $clk_io_pct] -clock clk0 [all_outputs]

===== design/flow/design.v =====
module HA (
    input x,  
    input y,  
    output sum,  
    output carry  
);
    assign sum = x ^ y;
    assign carry = x & y;
endmodule
module FA (
    input		x,			 
    input		y,			 
    input		carry_in,		 
    output		sum,		 
    output		carry_out		 
);
    wire ws, wc1, wc2;
    HA ha1 (
        .x(x),
        .y(y),
        .sum(ws),
        .carry(wc1)
    );
    HA ha2 (
        .x(ws),
        .y(carry_in),
        .sum(sum),
        .carry(wc2)
    );
    assign carry_out = wc1 | wc2;
endmodule
module NBitsAdder #(
    parameter N = 16  
) (
    input [N - 1:0] x,  
    input [N - 1:0] y,  
    input c0,  
    output [N - 1:0] sum,  
    output cn  
);
    wire [N - 1:0] carry;
    FA fa (
        .x(x[0]),
        .y(y[0]),
        .carry_in(c0),
        .sum(sum[0]),
        .carry_out(carry[0])
    );
    generate
        for (genvar i = 1; i < N; i = i + 1) begin
            FA fa (
                .x(x[i]),
                .y(y[i]),
                .carry_in(carry[i - 1]),
                .sum(sum[i]),
                .carry_out(carry[i])
            );
        end
    endgenerate
    assign cn = carry[N - 1];
endmodule

===== design/flow/run.sh =====
#!/bin/bash
# OpenROAD 26Q1-2900-gdf79404cd8, Yosys 0.63+post, stock flow scripts
make -C /OpenROAD-flow-scripts/flow DESIGN_CONFIG=/design/flow/config.mk WORK_HOME=/design/flow/orfs finish

==> impl_metrics.json <==
{
  "ff_count": 0,
  "status": "completed",
  "crit_path_frequent_cell": "fa_1",
  "antenna_cells": 0,
  "maxSlewHeadroom_pct": 93.05,
  "total_power_mw": 0.04301,
  "drive_gt1_share_pct": 0,
  "wirelength_mm": 1.537,
  "grt_max_degree": 2,
  "yosys_area_um2": 478.0,
  "max_cap_violations": 0,
  "syn_avg_cell_area_um2": 11.38,
  "grt_pass1_vias": 464,
  "ant_nets": 0,
  "peakVddDrop_mv": 0.01492,
  "cp_max_fo": 1,
  "ys.warnings.count": 0,
  "instances_no_fill": 122,
  "grt_pass1_wl_mm": 2.249,
  "syn-cell-area_um2": 478.0,
  "area_delta_synth_final_pct": 91.62,
  "fmax_mhz": 82.84,
  "ys_seq_share_pct": 0,
  "yosysTopAreaCell": "fa_1",
  "die_w_um": 80,
  "rsz0062_at_grt": "false",
  "nFillCells": 370,
  "seq_area_um2": 0,
  "hpwl_mm": 1.542,
  "drc_errors": 0,
  "holdBufCountCts": 0,
  "fin_util_pct": 26.81,
  "ios": 50,
  "yosys_cells": 42,
  "hold_viol_final": 0,
  "vias": 390,
  "core.rowCount": 21,
  "tightest_slew_ns": 0.1040,
  "port_buffers": 50,
  "gp_congestion": 0.8429,
  "timing.final.crit_share_pct": 97.35,
  "viasPerCell": 3.197,
  "drv_slew": 0,
  "synthTopCellsByArea": "fa_1, buf_4, inv_1",
  "synth_cells": 42,
  "path_buffers": 6,
  "cp.required_ns": 9.92,
  "top_area_share_pct": 67.02,
  "gr-total-overflow": 0,
  "min_path_type": "input port to output pin",
  "first_iter_violations": 0,
  "cts_resized": 0,
  "fin_tns_setup_ns": 0,
  "crit_path_end_kind": "output pin",
  "path_cells": "clkdlybuf4s50_1 -> inv_1 -> fa_1 -> inv_1 -> fa_1 -> fa_1 -> fa_1 -> fa_1 -> fa_1 -> fa_1 -> fa_1 -> fa_1 -> fa_1 -> fa_1 -> fa_1 -> fa_1 -> fa_1 -> fa_1 -> inv_1 -> fa_1 -> inv_1 -> clkdlybuf4s50_1",
  "placed_area_um2": 915.9,
  "start_kind": "input port",
  "grt_use_total_pct": 4.468,
  "slowest_stage": "clkdlybuf4s50_1",
  "crit_path_max_incr_delay_ns": 0.46,
  "dieArea_um2": 6400,
  "min_period_ns": 12.07,
  "leakagePower_nw": 0.3657,
  "cp_top_family": "adder cells",
  "routedWlPerCell_um": 12.60,
  "fp_util_pct": 13.99,
  "critPathArrivalTime_ns": 9.59,
  "post-cts-setup-buffers": 0,
  "core_um2": 3416,
  "p_per_area_nw_per_um2": 46.96,
  "die_h_um": 80,
  "stdcell_area_um2": 915.9,
  "dp.cells": 122,
  "path_class": "input port to output pin",
  "setup_viol": 0,
  "ys_types": 3,
  "warnings": 32,
  "synth.cells.most_frequent": "buf_4, fa_1, inv_1",
  "drtPass1Iterations": 1,
  "n_clock_buffer": 0,
  "grt_antenna_before_repair": 0
}
-- placed cells by master (no fill, tap or decap) --
cell type	instances
clkdlybuf4s50_1	50
fa_1	16
inv_1	10
-- kinds of logic (layout without fill, tap and decap cells) --
| kind of cell | Yosys count | after routing | synth area share (%) |
|---|---|---|---|
| buf+inv | 26 | 60 | 32.99 |
| fa+ha+maj | 16 | 16 | 67.02 |
-- metrics by stage --
stage	setup slack [ns]	hold WS (ns)
final	0.3282	6.023
after global routing	0.1040	6.079
after CTS	0.2709	6.035
after detailed placement	0.2752	6.028
after global placement	0.3075	6.031
after floorplan	1.306	5.177
-- path summary, 6_finish.rpt --
check,from,cells after the start,to
max,x[0],22,sum[15]
min,y[15],5,sum[15]
-- final cells by class --
| type | instances | area, µm² | area share, % |
|---|---|---|---|
| inverter | 10 | 37.54 | 4.098 |
| multi-input combinational | 16 | 320.3 | 34.97 |
| tap | 46 | 57.56 | 6.284 |
| timing repair buffer | 50 | 500.5 | 54.64 |
-- report_power, final --
group	internal (mW)	switching (mW)	total, mW
Sequential	0	0	0
Clock	0	0	0
Combinational	0.0319	0.0111	0.0430
Total	0.0319	0.0111	0.0430
-- per-layer routing --
layer	track usage, %	wire [µm]	vias up
met5	0	0	-
met3	5.227	516	0
met4	0	0	0
met2	5.778	468	50
met1	5.007	551	172
li1	-	-	168
