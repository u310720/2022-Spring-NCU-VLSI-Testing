File: /design/flow/constraint.sdc
current_design DUT

set clk_period 3.4
set clk_io_pct 0.2

create_clock -name clk0 -period $clk_period [get_ports {clk}]

set non_clock_inputs [all_inputs -no_clocks]
set_input_delay [expr $clk_period * $clk_io_pct] -clock clk0 $non_clock_inputs
set_output_delay [expr $clk_period * $clk_io_pct] -clock clk0 [all_outputs]
File: /design/flow/design.v
module FI (
    input logic vdd,  
    input logic gnd,  
    input logic data,  
    output logic out
);
    always_comb begin : mux
        case ({vdd, gnd})
            2'b00: out = data;
            2'b01: out = 1'b0;
            2'b10: out = 1'b1;
            2'b11: out = 1'bx;
        endcase
    end
endmodule
typedef enum logic [4:0] { 
    A_0, B_0, C_0, D_0, E_0, F_0, G_0, H_0, I_0, J_0, K_0, L_0, M_0,
    A_1, B_1, C_1, D_1, E_1, F_1, G_1, H_1, I_1, J_1, K_1, L_1, M_1, FaultFree, LoadAns
} faultlist;
module FSM (
    input clk,
    input rst,
    output logic [27:0] sel
);
    logic [4:0] cs, ns;
    always_ff @( posedge clk ) begin : CurrentState
        if (rst) begin
            cs <= FaultFree;
        end
        else begin
            cs <= ns;
        end
    end
    always_comb begin : NextState
        if (cs == LoadAns) begin
            ns = A_0;
        end
        else begin
            ns = cs + 5'b1;
        end
    end
    always_comb begin : decoder
        case (cs)
            A_0: sel = 28'b0000_0000_0000_0000_0000_0000_0001;
            B_0: sel = 28'b0000_0000_0000_0000_0000_0000_0010;
            C_0: sel = 28'b0000_0000_0000_0000_0000_0000_0100;
            D_0: sel = 28'b0000_0000_0000_0000_0000_0000_1000;
            E_0: sel = 28'b0000_0000_0000_0000_0000_0001_0000;
            F_0: sel = 28'b0000_0000_0000_0000_0000_0010_0000;
            G_0: sel = 28'b0000_0000_0000_0000_0000_0100_0000;
            H_0: sel = 28'b0000_0000_0000_0000_0000_1000_0000;
            I_0: sel = 28'b0000_0000_0000_0000_0001_0000_0000;
            J_0: sel = 28'b0000_0000_0000_0000_0010_0000_0000;
            K_0: sel = 28'b0000_0000_0000_0000_0100_0000_0000;
            L_0: sel = 28'b0000_0000_0000_0000_1000_0000_0000;
            M_0: sel = 28'b0000_0000_0000_0001_0000_0000_0000;
            A_1: sel = 28'b0000_0000_0000_0010_0000_0000_0000;
            B_1: sel = 28'b0000_0000_0000_0100_0000_0000_0000;
            C_1: sel = 28'b0000_0000_0000_1000_0000_0000_0000;
            D_1: sel = 28'b0000_0000_0001_0000_0000_0000_0000;
            E_1: sel = 28'b0000_0000_0010_0000_0000_0000_0000;
            F_1: sel = 28'b0000_0000_0100_0000_0000_0000_0000;
            G_1: sel = 28'b0000_0000_1000_0000_0000_0000_0000;
            H_1: sel = 28'b0000_0001_0000_0000_0000_0000_0000;
            I_1: sel = 28'b0000_0010_0000_0000_0000_0000_0000;
            J_1: sel = 28'b0000_0100_0000_0000_0000_0000_0000;
            K_1: sel = 28'b0000_1000_0000_0000_0000_0000_0000;
            L_1: sel = 28'b0001_0000_0000_0000_0000_0000_0000;
            M_1: sel = 28'b0010_0000_0000_0000_0000_0000_0000;
            FaultFree: sel = 28'b0100_0000_0000_0000_0000_0000_0000;
            LoadAns: sel = 28'b1000_0000_0000_0000_0000_0000_0000;
            default: sel = 28'bxxxx_xxxx_xxxx_xxxx_xxxx_xxxx_xxxx;
        endcase
    end
endmodule
module DUT (
    input clk,
    input rst,
    input A,
    input B,
    input C,
    input D,
    input E,
    output logic F,
    output logic Detect
);
    logic w_al;
    logic w_bi;
    logic w_cg;
    logic w_dg;
    logic w_eh;
    logic [1:0]w_gi;
    logic [1:0]w_hm;
    logic [1:0]w_i_stem;
    logic w_jl;
    logic w_km;
    logic [1:0]w_lf;
    logic [1:0]w_mf;
    logic w_fout;
    logic [27:0]sel;
    logic ans;
    FSM fsm(
        .clk(clk),
        .rst(rst),
        .sel(sel)
    );
    always_ff @( posedge clk ) begin : detect
        if (rst || sel[FaultFree]) begin
            ans <= F;
        end
        else begin
            ans <= ans;
        end
        if (ans != F) begin
            Detect <= 1'b1;
        end
        else begin
            Detect <= 1'b0;
        end
    end
    nor cdg(w_gi[0], w_cg, w_dg);
    not eh(w_hm[0], w_eh);
    and bgi(w_i_stem[0], w_bi, w_gi[1]);
    nor ajl(w_lf[0], w_al, w_jl);
    and khm(w_mf[0], w_km, w_hm[1]);
    or lmf(w_fout, w_lf[1], w_mf[1]);
    FI AL(.vdd(sel[A_1]), .gnd(sel[A_0]), .data(A), .out(w_al));
    FI BI(.vdd(sel[B_1]), .gnd(sel[B_0]), .data(B), .out(w_bi));
    FI CG(.vdd(sel[C_1]), .gnd(sel[C_0]), .data(C), .out(w_cg));
    FI DG(.vdd(sel[D_1]), .gnd(sel[D_0]), .data(D), .out(w_dg));
    FI EH(.vdd(sel[E_1]), .gnd(sel[E_0]), .data(E), .out(w_eh));
    FI GI(.vdd(sel[G_1]), .gnd(sel[G_0]), .data(w_gi[0]), .out(w_gi[1]));
    FI HM(.vdd(sel[H_1]), .gnd(sel[H_0]), .data(w_hm[0]), .out(w_hm[1]));
    FI I_STEM(.vdd(sel[I_1]), .gnd(sel[I_0]), .data(w_i_stem[0]), .out(w_i_stem[1]));
    FI JL(.vdd(sel[J_1]), .gnd(sel[J_0]), .data(w_i_stem[1]), .out(w_jl));
    FI KM(.vdd(sel[K_1]), .gnd(sel[K_0]), .data(w_i_stem[1]), .out(w_km));
    FI LF(.vdd(sel[L_1]), .gnd(sel[L_0]), .data(w_lf[0]), .out(w_lf[1]));
    FI MF(.vdd(sel[M_1]), .gnd(sel[M_0]), .data(w_mf[0]), .out(w_mf[1]));
    FI FOUT(.vdd(sel[F_1]), .gnd(sel[F_0]), .data(w_fout), .out(F));
endmodule
File: /design/flow/config.mk
export PLATFORM = sky130hd
export DESIGN_NAME = DUT
export DESIGN_NICKNAME = DUT
export VERILOG_FILES = /design/flow/design.v
export SDC_FILE = /design/flow/constraint.sdc
export NUM_CORES = 4
export LEC_CHECK = 1
export CORE_AREA = 10 10 70 70
export DIE_AREA = 0 0 80 80
File: /design/flow/run.sh
#!/bin/bash
# OpenROAD 26Q1-2900-gdf79404cd8, Yosys 0.63+post, stock flow scripts
make -C /OpenROAD-flow-scripts/flow DESIGN_CONFIG=/design/flow/config.mk WORK_HOME=/design/flow/orfs finish
==> ci_impl_report.md <==
### Metrics collected by this job

| Metric | Value |
|---|---|
| Yosys synthesis chip area | `683 um^2` |
| Worst hold path cell count | `1` |
| Largest net degree at the start of global routing | `19` |
| Pre-antenna DRT Iters | `4` |
| Final hold violations | `0` |
| Actual slew at the worst max-slew pin | `417 ps` |
| Hold EP | `Detect` |
| Cell count after synthesis | `82` |
| Skew final | `1.20 ps` |
| Grt ovf | `0` |
| Pre-Place Util | `0.200` |
| Fillers | `369` |
| P per Cell Area | `720 nW/um^2` |
| Setup TNS | `0 ps` |
| Status | `completed` |
| Clock Latency Late Sink | `250 ps` |
| # IOs | `9` |
| CP delay by family, top | `AND-OR/OR-AND gates` |
| Placer Congestion | `0.816` |
| Synth cell types | `39` |
| Hpwl dp | `1280 um` |
| WP data arrival | `2640 ps` |
| Flop pwr share | `0.219` |
| Cts hold-fix bufs | `0` |
| Buf/Inv on CP | `2` |
| Area share, top type | `0.176` |
| Site Rows | `21` |
| Top cells by count | `9 x ha_1, 8 x nor2_1, 7 x nand2_1, 6 x dfxtp_1, 5 x a21oi_1` |
| Clock sinks | `7` |
| CTS Buffer Depth | `2` |
| Biggest area cells | `dfxtp_1 18%, ha_1 16%, edfxtp_1 4.4%` |
| Crit. End Element | `output port` |
| Max_cap viols | `0` |
| RR Endpoint | `ans` |
| Post-route setup slack | `79.6 ps` |
| Die Wd | `80 um` |
| Global-route wire length before repair | `2700 um` |
| Crit-path max cell delay | `360 ps` |
| CP required | `2720 ps` |
| Worst slew margin | `0.717` |
| Footprint of the multi-input gates | `518 um^2` |
| Seq/Total Area, Yosys | `0.220` |
| Final worst path period share | `0.977` |
| Die Span Y | `80 um` |
| Vias per cell | `4.40` |
| Crit-path slowest cell | `o32a_1` |
| Int Pwr | `0.000412 W` |
| Worst reg2reg path depth | `12` |
| Synth top cell by count | `ha_1` |
| Post-Syn Area per Cell | `8.33 um^2` |
| CP max FO | `3` |
| Via count | `665` |
| Die ar. | `6400 um^2` |
| Critical Path, Cell by Cell | `inv_2 -> ha_4 -> nand2b_4 -> or3_1 -> ha_1 -> mux2_4 -> a221oi_2 -> a31oi_1 -> o32a_1 -> o32ai_2 -> buf_2` |
| ANT nets after route | `0` |
| Worst min-delay path class | `reg2reg` |
| Yosys warns | `3` |
| Flop2flop setup slack | `790 ps` |
| Number of antenna diodes | `0` |
| FF+latch count, synth | `7` |
| Yosys top cell by area | `dfxtp_1` |
| Final min period | `3320 ps` |
| Kind of critical path | `reg2out` |
| Drt wl/cell | `11.0 um` |
| Logic pwr share | `0.675` |
| R2R Path Start | `fsm.cs[0]` |
| Yosys cell count | `82` |
| Switching power share of the total | `0.406` |
| Layout cell share with drive strength beyond 1 | `0.314` |
| Static leakage | `0.410 nW` |
| Seq. cell area | `153 um^2` |
| Drt total wl | `1660 um` |
| FMAX | `0.301 GHz` |
| Reg clk slew, reported paths | `50 ps` |
| CTS tree | `yes` |
| Final Util | `0.282` |
| Max-slew violations | `0` |
| Hold Startpoint | `ans` |
| Initial antenna violation count | `0` |
| Final setup vio count | `0` |
| Top Layer Used | `met4` |
| Routed met3 length | `60 um` |
| Total CTS buffers | `3` |
| Post-synth ARST share | `0` |
| IO buf count | `8` |
| H-tree lvl count | `1` |
| Synth Flop Type | `dfxtp_1` |
| Flip-flops with a built-in enable | `1` |
| Std-Cell Core Area | `3420 um^2` |
| CTS root buf | `clkbuf_4` |
| Post-route DRC | `0` |
| Vias in the first global route | `581` |
| Net switching power | `0.000282 W` |
| Unrepaired setup endpoints after global routing | `true` |
| Routed wl met2 | `779 um` |
| DRT iter0 DRCs | `58` |
| Gr usage total | `0.0511` |
| Pre-CTS setup slack | `-182 ps` |
| Tool Warnings | `30` |
| Critical Path Start Type | `flop` |
| Post-synth design cell area | `683 um^2` |
| Met1 WL | `815 um` |
| Layout area overhead | `41.2%` |
| Clk network pwr share | `0.106` |
| Worst vdd ir | `0.000425 V` |
cells by family (layout without fill, tap and decap cells):
group / Yosys count / in the layout / share of synthesized area
simple gates: 30 / 30 / 0.231
buf+inv: 9 / 32 / 0.0677
compound gates: 22 / 22 / 0.244
mux: 3 / 3 / 0.0476
flops: 7 / 7 / 0.220
xor+xnor: 2 / 2 / 0.0256
fa+ha+maj: 9 / 9 / 0.165
power by group through the flow:
stage	Combinational (W)	Clock, W	Sequential (W)
4_1_cts	0.000450	0.0000778	0.000150
5_1_grt	0.000519	0.0000840	0.000158
6_report	0.000469	0.0000739	0.000152
stage by stage:
stage | cells | hold WS [ps] | power [W] | cell area, um^2
detailed placement | 144 | 443 | 0.000575 | 887
finish | 151 | 446 | 0.000695 | 965
global route | 151 | 469 | 0.000761 | 965
floorplan | 82 | 428 | 0.000419 | 683
CTS | 151 | 450 | 0.000679 | 951
global placement | 144 | 433 | 0.000565 | 887
layout make-up:
cell class	instances	share of cell area
sequential	7	0.158
timing repair buffer	24	0.202
clock buffer	4	0.0272
tap	46	0.0597
multi-input combinational	66	0.537
inverter	4	0.0156
state kept, by name (all words and copies together), names as in the netlist:
signal and flops:
Detect 1, fsm.cs 5, ans 1
worst max path at each step:
stage	start	endpoint	slack [ps]	cells past startpoint
4_1_cts	fsm.cs[0]	F	4	11
5_1_grt	fsm.cs[0]	F	-60	11
6_report	fsm.cs[0]	F	80	11
what timing repair did:
| action | in CTS | in global routing |
|---|---|---|
| gates resized | 9 | 3 |
| endpoints found under the hold margin | 0 | 0 |
| setup endpoints to repair | 1 | 1 |
| buffers inserted | 3 | 0 |
| cloned | 0 | 0 |
| pin swaps | 4 | 4 |
placed cells by master, fill, tap and decap left out, drive strengths merged, types with 2 or more instances in the layout:
cell	instances
nor2	8
nor3b	2
nand2	7
inv	3
clkbuf	4
nor3	2
a21oi	5
o32a	2
ha	9
and2	2
nand2b	3
nor2b	2
clkdlybuf4s50	7
a31oi	4
mux2	2
dfxtp	6
buf	17
o21ai	2
metal layers:
layer	vias to the layer above	track usage
li1	347	-
met4	0	0.00352
met1	311	0.0692
met3	2	0.0170
met5	-	0
met2	5	0.0803
Power figures rest on the tool's default switching activity, not on a simulated workload.
